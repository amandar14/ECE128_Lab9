## /design/flow/config.mk

```make
export PLATFORM = sky130hd
export DESIGN_NAME = comb_mult
export DESIGN_NICKNAME = comb_mult
export VERILOG_FILES = /design/flow/design.v
export SDC_FILE = /design/flow/constraint.sdc
export NUM_CORES = 4
export LEC_CHECK = 1
export CORE_AREA = 10 10 70 70
export DIE_AREA = 0 0 80 80
```

## /design/flow/constraint.sdc

```tcl
current_design comb_mult

set clk_period 3.4
set clk_io_pct 0.2

create_clock -name clk0 -period $clk_period

set non_clock_inputs [all_inputs -no_clocks]
set_input_delay [expr $clk_period * $clk_io_pct] -clock clk0 $non_clock_inputs
set_output_delay [expr $clk_period * $clk_io_pct] -clock clk0 [all_outputs]
```

## /design/flow/run.sh

```bash
#!/bin/bash
# OpenROAD 26Q1-2900-gdf79404cd8, Yosys 0.63+post, stock flow scripts
make -C /OpenROAD-flow-scripts/flow DESIGN_CONFIG=/design/flow/config.mk WORK_HOME=/design/flow/orfs finish
```

## /design/flow/design.v

```verilog
`timescale 1ns / 1ps
module seq_mult(clk, reset, a, b, p);
    input [3:0] a, b;
    output reg [7:0] p;
    input clk, reset;
    parameter s0_idle = 0, s1_multiply = 1, s2_update_result = 2, s3_done = 3;
    reg [2:0] PS, NS;
    reg [3:0] operand_bb ;
    reg [7:0] partial_product, multiplicand ;
    reg [2:0] shift_count ;
    always @(posedge clk)
    begin
    if(reset == 1) begin
        PS <= s0_idle;
        end
    else begin
        PS <= NS;
    end
    end
    always @(posedge clk)
    begin
        case(PS)
            s0_idle: begin
                partial_product <= 8'b0;
                shift_count <= 0;
                multiplicand <= {4'b0, a};
                operand_bb <= b;
                NS <= s1_multiply;
            end
            s1_multiply: begin
                NS = s2_update_result;
                if (operand_bb[0] == 0 && shift_count<4) begin
                    partial_product <= partial_product;
                    shift_count <= shift_count+3'b001;
                    multiplicand <= multiplicand<<1;
                    operand_bb <= operand_bb>>1;
                end
                else if (operand_bb[0] == 1 && shift_count<4) begin
                    partial_product <= partial_product + multiplicand;
                    shift_count <= shift_count+3'b001;
                    multiplicand <= multiplicand<<1;
                    operand_bb <= operand_bb>>1;
                end
                if (shift_count == 4) begin
                    NS = s2_update_result;
                end
                else begin
                    NS = s1_multiply;
                end
            end
            s2_update_result: begin
                NS = s3_done;
                p <= partial_product;
            end
            s3_done: begin
                NS = s0_idle;
            end
         endcase
    end
endmodule
module comb_mult(a,b,p);
    input [3:0] a,b;
    output [7:0] p;
    wire [3:0] m0;
    wire [4:0] m1;
    wire [5:0] m2;
    wire [6:0] m3;
    wire [7:0] s1,s2,s3;
    assign m0 = {4{a[0]}} & b[3:0];
    assign m1 = {4{a[1]}} & b[3:0];
    assign m2 = {4{a[2]}} & b[3:0];
    assign m3 = {4{a[3]}} & b[3:0];
    assign s1 = m0 + (m1 << 1);
    assign s2 = s1 + (m2 << 2);
    assign s3 = s2 + (m3 << 3);
    assign p = s3;
endmodule
```

==> out/metrics.yaml <==
setup_path:
  endpoint: "p[7]"
  worstPathCellList: "buf_8 -> and2_4 -> fa_1 -> inv_1 -> fa_1 -> inv_2 -> ha_4 -> fa_2 -> a21o_1 -> a21oi_2 -> xnor2_1 -> buf_2"
  worstSetupPathDepth: 12
  crit_arrival_ns: 3.08
  startpoint: "a[1]"
  slowest_delay_ns: 0.53
  path_common_cell: "fa_1"
  endpoint_kind: "output pin"
  critical-path-top-delay-family: "adder cells"
  worstSetupPathType: "in2out"
  crit_path_start_kind: "input port"
  critical_path_buf_inv_count: 4
  required_ns: 2.72
  crit_slowest_cell: "fa_1"
  critPathMaxFanout: 2
synthesis:
  yosysChipArea_um2: 385
  ys_types: 10
  ys_seq_share_pct: 0
  netlist_area_um2: 385
  ys_cells: 42
  synth_top_area_share_pct: 32.5
  synthCells: 42
  synth.cells.most_frequent: "and2_1 (12), ha_1 (10), fa_1 (5)"
  synth.avg_cell_area_um2: 9.18
  yosysTopAreaCell: "ha_1"
  yosysWarnings: 0
  top_cell: "and2_1"
  synth.top_cells.by_area: "ha_1 (32%), fa_1 (26%), and2_1 (19%)"
routing:
  vias_per_cell: 3.33
  dr_total_vias: 376
  routed_wl_um: 1010
  antennaDiodeCount: 0
  dr.first_iter.drc_count: 21
  ant_nets: 0
  drtPass1Iterations: 3
  drc_errors: 0
  wl_per_cell_um: 8.92
grt:
  grt_pass1_vias: 374
  gr-usage-all-layers_pct: 3.27
  grt_start_max_net_pins: 5
  antenna_found_initial: 0
  grt_pass1_wl_um: 1730
  gr-total-overflow: 0
timing:
  finalClockPeriodUsage_pct: 111
  rsz0062_at_grt: "yes"
  hold_violations: 0
  period_minus_slack_ns: 3.76
  hold_ws_ns: 1.92
  drv_slew: 0
  clock.fmax_ghz: 0.266
  setup_ws_ns: -0.357
  worst_slew_pin_slew_ns: 0.127
  max-slew-margin-rel_pct: 91.4
  setup_viol: 4
worst_hold_path:
  worstHoldStart: "b[3]"
  hold_class: "in2out"
die:
  io_pins: 16
  fp.coreArea_mm2: 0.00342
  dieArea_mm2: 0.00640
  die_y_um: 80
  dieWidth_um: 80
  num_rows: 21
  fp-utilization_pct: 11.3
clock_network:
  hold_buffers: 0
run_status:
  status: "finished with violations"
  failed_checks: "negative setup slack"
final_layout:
  final_core_util_pct: 19.9
  register_area_um2: 0
  drive_gt1_share_pct: 44.8
  seq_cells: 0
  clock_buffers: 0
  area_growth_pct: 76.6
  nFillCells: 397
placed_design:
  routabilityCongestion: 0.732
  io_buffers: 16
  dp_hpwl_um: 850
power:
  seq_power_share_pct: 0
  powerDensity_mw_per_mm2: 153
  netSwitchingPower_w: 0.0000405
  ir_worst_vdd_uv: 54.9
  p_comb_share_pct: 100.0
  power_frac_clock_pct: 0
  leakage_nw: 0.353
  switching_share_pct: 38.9
  internal_power_w: 0.0000636
job:
  max_cap_violations: 0
  warnings: 35
layer usage:
metal  up-vias  wire length (µm)  GRT usage [%]
met1       177               567           5.60
met2        13               306           3.37
met4         0                 0              0
li1        186                 -              -
met3         0               135           1.70
met5         -                 0              0
how the worst min path moves through the flow:
stage	end	slack, ns	cells past startpoint
after CTS	p[7]	1.93	5
final	p[7]	1.92	5
after global routing	p[7]	2.00	5
cell type report:
| class | count | area (µm²) | share of cell area, % |
|---|---|---|---|
| multi-input cells | 38 | 412 | 60.5 |
| repair buffers | 25 | 196 | 28.9 |
| well taps | 46 | 57.6 | 8.46 |
| inverters | 4 | 15.0 | 2.21 |
power groups by stage:
stage | Clock (W) | Sequential [W] | Combinational, W
4_1_cts | 0 | 0 | 0.000103
6_report | 0 | 0 | 0.000104
5_1_grt | 0 | 0 | 0.000121
logic make-up after synthesis:
logic type,share of synthesized area [%]
compound gates,7.47
xor+xnor,6.82
buf+inv,3.89
fa+ha+maj,58.4
simple gates,23.4
repair_timing:
action | 4_1_cts | 5_1_grt
hold endpoints to repair | 0 | 0
endpoints found under the setup margin | 5 | 4
buffers inserted | 2 | 2
pin swaps | 13 | 8
gates resized | 51 | 3
gates cloned | 0 | 0
tightest hold or removal path: stages:
cell     delay, ns
buf_2         0.10
and2_1        0.12
ha_1          0.16
xnor2_1       0.07
buf_2         0.11
cell usage in the layout (no fill, tap or decap), drive strengths merged:
master / synthesis / layout
and2: 12 / 12
fa: 5 / 5
xnor2: 2 / 2
a21o: 2 / 2
ha: 10 / 10
dlygate4sd2: 0 / 3
clkdlybuf4s50: 0 / 3
buf: 0 / 19
a21oi: 2 / 2
nand2: 4 / 4
xor2: 1 / 1
inv: 4 / 4
metrics by stage:
step	setup WS, ns	std cells	instance area (µm²)	TNS, ns	power, W
after floorplan	-0.0796	42	393	-0.0796	0.0000395
after global placement	-1.17	109	648	-4.40	0.000107
after detailed placement	-1.18	109	648	-4.43	0.000107
after CTS	-0.436	111	656	-0.945	0.000103
after global routing	-0.467	113	681	-1.22	0.000121
final	-0.357	113	681	-0.859	0.000104
Power and IR drop assume default switching activity.
